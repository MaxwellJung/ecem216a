==> flow/design.v <==
module P1_Reg_8_bit (DataIn, DataOut, rst, clk);
    input [7:0] DataIn;
    output [7:0] DataOut;
    input rst;
    input clk;
    reg [7:0] DataReg;
    always @(posedge clk)
  	if(rst)
            DataReg <= 8'b0;
        else
            DataReg <= DataIn;
    assign DataOut = DataReg;
endmodule
module P1_Reg_5_bit (DataIn, DataOut, rst, clk);
    input [4:0] DataIn;
    output [4:0] DataOut;
    input rst;
    input clk;
    reg [4:0] DataReg;
    always @(posedge clk)
        if(rst)
            DataReg <= 5'b0;
        else
            DataReg <= DataIn;
    assign DataOut = DataReg;
endmodule
module P1_Reg_4_bit (DataIn, DataOut, rst, clk);
    input [3:0] DataIn;
    output [3:0] DataOut;
    input rst;
    input clk;
    reg [3:0] DataReg;
    always @(posedge clk)
        if(rst)
            DataReg <= 4'b0;
        else
            DataReg <= DataIn;
    assign DataOut = DataReg;
endmodule
==> flow/run.sh <==
#!/bin/bash
# OpenROAD 26Q1-2900-gdf79404cd8, Yosys 0.63+post, stock flow scripts
make -C /OpenROAD-flow-scripts/flow DESIGN_CONFIG=/design/flow/config.mk WORK_HOME=/design/flow/orfs finish
==> flow/config.mk <==
export PLATFORM = sky130hd
export DESIGN_NAME = P1_Reg_5_bit
export DESIGN_NICKNAME = P1_Reg_5_bit
export VERILOG_FILES = /design/flow/design.v
export SDC_FILE = /design/flow/constraint.sdc
export NUM_CORES = 4
export LEC_CHECK = 1
export CORE_AREA = 10 10 70 70
export DIE_AREA = 0 0 80 80
==> flow/constraint.sdc <==
current_design P1_Reg_5_bit

set clk_period 1.0
set clk_io_pct 0.2

create_clock -name clk0 -period $clk_period [get_ports {clk}]

set non_clock_inputs [all_inputs -no_clocks]
set_input_delay [expr $clk_period * $clk_io_pct] -clock clk0 $non_clock_inputs
set_output_delay [expr $clk_period * $clk_io_pct] -clock clk0 [all_outputs]
==> ci_impl_report.md <==
## Synthesis and layout report

| Metric | Value |
|---|---|
| Period utilization | `0.961` |
| Logic area | `between 30 and 40 µm²` |
| First-pass GRT wire length | `~730 µm` |
| CTS tree | `done` |
| Largest area contributor in the netlist | `dfxtp_1` |
| Post-synth area hogs | `dfxtp_1, nor2b_1` |
| H-Tree Level Count | `1` |
| Ys cells | `10` |
| Total Routing Usage GR | `0.0167` |
| Switching Fraction | `0.187` |
| Vias in the first global route | `149` |
| Core area | `3420 µm²` |
| Clock sink count | `5` |
| Chip Area, Yosys | `roughly 130 µm²` |
| Initial antenna violation count | `0` |
| Post-synth EDFFs | `0` |
| GPL Wtd Cong | `around 0.69` |
| Gate power share | `0.096` |
| Maxcap violations | `0` |
| Outcome | `finished, final reports clean` |
| Row count | `21` |
| Final wirelength | `491 µm` |
| Final Hold Viols | `0` |
| Worst-path cell chain | `clkdlybuf4s15_1` |
| Clk buf depth | `2` |
| 1st-pass router iterations | `2` |
| Vias per cell | `1.65` |
| Vias | `117` |
| Reg area | `101 µm²` |
| IO Pins | `12` |
| Log Warnings | `25` |
| Min-Delay Path Class | `in2reg` |
| Top cells by count, synth | `dfxtp_1, nor2b_1` |
| Startpoint types | `flop` |
| Worst-path clk slew | `0.04 ns` |
| Post-route DRC | `0` |
| Crit Path Max Fanout | `1` |
| Final core occ | `0.0956` |
| Root Buffer | `clkbuf_4` |
| Critical path depth in cells | `1` |
| Actual slew at the worst max-slew pin | `0.158 ns` |
| Synth top area share | `0.762` |
| ANT nets after route | `0` |
| Crit. End Element | `output port` |
| PwrDens | `1500 nW/µm²` |
| WP data arrival | `0.76 ns` |
| Port-buffer cells | `11` |
| N_diodes | `0` |
| Congestion Overflow GR | `0` |
| Worst Path Buf+Inv | `1` |
| Placed cells | `67` |
| Hold depth | `2` |
| Fmax | `1.04 GHz` |
| Max incr delay on CP | `0.32 ns` |
| Mapped Cells | `10` |
| Final setup viols | `0` |
| Switching Power | `0.0000920 W` |
| Worst Path Required | `0.80 ns` |
| Die W | `80 µm` |
| Synth Seq Share | `0.762` |
| Max IR drop VDD | `739 µV` |
| CP max-delay cell | `dfxtp_1` |
| Clock share of power | `0.464` |
| Initial DRC count | `1` |
| Worst hold slack | `just over 0.5 ns` |
| Synthesized cell area | `around 130 µm²` |
| Fp util | `0.0385` |
| Period minus WS final | `slightly below 1 ns` |
| Largest regs | `DataReg x5` |
| Leakage Power | `0.114 nW` |
| Largest net degree at the start of global routing | `6` |
| Fin. max-slew vios | `0` |
| Hold_buf cts | `0` |
| RSZ-0062 raised after global routing | `false` |
| CTS Buf Count | `3` |
| Syn avg cell area | `between 10 and 15 µm²` |
| Max reg flops | `5` |
| Cell internal pwr | `0.000399 W` |
| Most flops, register | `DataReg` |
| Synth warnings | `1` |
| Critical path type | `reg2out` |
| Drt wl/cell | `6.92 µm` |
| #FFs+latches synth | `5` |
| Layout cells sized above 1 | `0.160` |
| Relative slew slack | `0.894` |
| Chip area | `6400 µm²` |
| Die Y | `~80 µm` |
| Asr flop ratio synth | `0` |
| Kind of cell adding the most delay to the critical path | `flip-flops` |
| Fill cells | `411` |
| Dominant register cell | `dfxtp_1` |
| Final cell count without fillers | `approximately 70` |
| Reg power frac | `0.439` |
| Count of different cell masters after synthesis | `2` |
| Syn-to-layout area delta | `149%` |
==> cell type report <==
type | count | area share
repair buffers | 11 | 0.337
flip-flops and latches | 5 | 0.310
clock buffers | 4 | 0.0805
multi-input cells | 5 | 0.0958
well taps | 46 | 0.176
==> metrics by stage <==
step | setup WS (ns) | instance area [µm²] | power [W] | setup TNS [ns]
CTS | 0.000503 | 323 | 0.000500 | 0
global placement | 0.00817 | 299 | 0.000271 | 0
global route | 0.00249 | 327 | 0.000520 | 0
detailed placement | -0.0114 | 299 | 0.000272 | -0.0114
finish | 0.0390 | 327 | 0.000491 | 0
floorplan | 0.538 | 131 | 0.000220 | 0
==> placed cells by master (no fill, tap or decap) <==
master	instances
clkdlybuf4s50_1	6
nor2b_1	5
clkdlybuf4s15_1	5
dfxtp_1	4
clkbuf_4	3
dfxtp_2	1
clkbuf_1	1
==> path summary, 6_finish.rpt <==
kind	from	end
setup / recovery	DataReg[3]$_SDFF_PP0_	DataOut[3]
hold / removal	DataIn[2]	DataReg[2]$_SDFF_PP0_
==> power by group through the flow <==
stage | sequential (W) | clock (W) | combinational, W
after CTS | 0.000216 | 0.000238 | 0.0000468
after global routing | 0.000216 | 0.000252 | 0.0000518
final | 0.000216 | 0.000228 | 0.0000472
==> routing by layer <==
layer | track usage | part of all wire | vias to the layer above
met3 | 0.0182 | 0.16 | 0
met4 | 0.00352 | 0 | 0
li1 | - | - | 59
met5 | 0 | 0 | -
met2 | 0.00963 | 0.15 | 15
met1 | 0.0281 | 0.68 | 43
==> cells by family (layout without fill, tap and decap cells) <==
| family | after synthesis | in the layout | synth area share |
|---|---|---|---|
| AND/OR/NAND/NOR | 5 | 5 | 0.238 |
| buffers and inverters | 0 | 15 | 0 |
| flip-flops | 5 | 5 | 0.762 |
==> repair_timing <==
action	in CTS	in global routing
gates resized	8	3
setup endpoints to repair	5	3
setup buffers	0	0
Power and IR drop assume default switching activity.
