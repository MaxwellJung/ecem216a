**run.sh**
```bash
#!/bin/bash
# OpenROAD 26Q1-2900-gdf79404cd8, Yosys 0.63+post, stock flow scripts
make -C /OpenROAD-flow-scripts/flow DESIGN_CONFIG=/design/flow/config.mk WORK_HOME=/design/flow/orfs finish
```
**design.v**
```verilog
module M216A_TopModule(
    input  wire       clk_i,
    input  wire       rst_i,
    input  wire [4:0] width_i,
    input  wire [4:0] height_i,
    output wire [7:0] index_x_o,
    output wire [7:0] index_y_o,
    output wire [3:0] strike_o
);
    localparam MAX_WIDTH = 128;
    localparam MAX_HEIGHT = 128;
    localparam CYCLES_PER_PROGRAM = 4;
    localparam OUTPUT_LATENCY = 8;
    wire valid_program = (width_i > 0) && (height_i > 0);
    wire output_valid;
    latency #(
        .LENGTH(OUTPUT_LATENCY),
        .WIDTH(1)
    ) latency_output_valid (
        .clk(clk_i),
        .rst(rst_i),
        .in(valid_program),
        .out(output_valid)
    );
    wire active = valid_program | output_valid;
    reg [2:0] counter;
    wire [2:0] program_cycle = counter + active;
    always @(posedge clk_i) begin
        if(rst_i) begin
            counter <= 0;
        end else if (active) begin
            counter <= (counter >= CYCLES_PER_PROGRAM - 1) ? 0 : counter + 1;
        end
    end
    reg [4:0] width_i_reg, height_i_reg;
    always @(posedge clk_i) begin
        if(rst_i) begin
            width_i_reg <= 5'b0;
            height_i_reg <= 5'b0;
        end else if (program_cycle == 1) begin
            width_i_reg <= width_i;
            height_i_reg <= height_i;
        end
    end
    wire [4:0] delayed_width_i_reg, delayed_height_i_reg;
    latency #(
        .LENGTH(2),
        .WIDTH(10)
    ) latency_width_i (
        .clk(clk_i),
        .rst(rst_i),
        .in({width_i_reg, height_i_reg}),
        .out({delayed_width_i_reg, delayed_height_i_reg})
    );
    wire [4:0] extra_delayed_width_i_reg;
    latency #(
        .LENGTH(1),
        .WIDTH(5)
    ) latency_delayed_width_i_reg (
        .clk(clk_i),
        .rst(rst_i),
        .in(delayed_width_i_reg),
        .out(extra_delayed_width_i_reg)
    );
    reg [7:0] strip_widths [13:0];
    wire [3:0] strip_id_0, strip_id_1, strip_id_2;
    reg  [3:0] strip_id_0_reg, strip_id_1_reg, strip_id_2_reg;  
    program_height_to_id program_height_to_id_0 (
        .program_height_i(delayed_height_i_reg),
        .strip_id_0_o(strip_id_0),
        .strip_id_1_o(strip_id_1),
        .strip_id_2_o(strip_id_2)
    );
    always @(posedge clk_i) begin
        if(rst_i) begin
            strip_id_0_reg <= 4'b0;
            strip_id_1_reg <= 4'b0;
            strip_id_2_reg <= 4'b0;
        end else if (program_cycle == 4) begin
            strip_id_0_reg <= strip_id_0;
            strip_id_1_reg <= strip_id_1;
            strip_id_2_reg <= strip_id_2;
        end
    end
    wire [3:0] chosen_strip_id_reg;
    wire [7:0] chosen_strip_width_reg;
    least_strip #(
        .MAX_WIDTH(MAX_WIDTH)
    ) least_strip_0 (
        .clk_i(clk_i),
        .rst_i(rst_i),
        .strip_id_0_i(strip_id_0_reg),
        .strip_width_0_i(strip_widths[strip_id_0_reg]),
        .strip_id_1_i(strip_id_1_reg),
        .strip_width_1_i(strip_widths[strip_id_1_reg]),
        .strip_id_2_i(strip_id_2_reg),
        .strip_width_2_i(strip_widths[strip_id_2_reg]),
        .strip_id_o(chosen_strip_id_reg),
        .strip_width_o(chosen_strip_width_reg)
    );
    wire [7:0] new_width = chosen_strip_width_reg + extra_delayed_width_i_reg;
    reg  [7:0] new_width_reg;
    always @(posedge clk_i) begin
        if(rst_i) begin
            new_width_reg <= MAX_WIDTH;
        end else if (program_cycle == 3) begin
            new_width_reg <= new_width;
        end
    end
    wire place_program = (chosen_strip_id_reg != 0) & (new_width_reg <= MAX_WIDTH);
    integer i;
    always @(posedge clk_i) begin
        if(rst_i) begin
            for (i = 1; i <= 13; i=i+1) begin
                strip_widths[i] <= 8'b0;
            end
            strip_widths[0] <= MAX_WIDTH[7:0];
        end else if (program_cycle == 4) begin
            if (place_program) begin
                strip_widths[chosen_strip_id_reg] <= new_width_reg;
            end
        end
    end
    wire [7:0] strip_y_position;
    id_to_y ity_0 (
        .strip_id_i(chosen_strip_id_reg),
        .y_o(strip_y_position)
    );
    reg [7:0] index_x_o_reg;
    reg [7:0] index_y_o_reg;
    reg [3:0] strike_o_reg;
    always @(posedge clk_i) begin
        if(rst_i) begin
            index_x_o_reg <= 8'b0;
            index_y_o_reg <= 8'b0;
            strike_o_reg <= 4'b0;
        end else if (program_cycle == 4) begin
            if (place_program) begin
                index_x_o_reg <= chosen_strip_width_reg;
                index_y_o_reg <= strip_y_position;
            end else if (chosen_strip_id_reg != 0) begin
                index_x_o_reg <= MAX_WIDTH;
                index_y_o_reg <= MAX_HEIGHT;
                strike_o_reg <= strike_o_reg + 1;
            end
        end
    end
    assign index_x_o = index_x_o_reg;
    assign index_y_o = index_y_o_reg;
    assign strike_o = strike_o_reg;
endmodule
module height_to_id (
    input  wire [4:0] strip_height_i,  
    output reg  [3:0] strip_id_o  
);
    always @(*) begin
        if ((9 <= strip_height_i) && (strip_height_i <= 12)) begin  
            strip_id_o = (strip_height_i << 1) - 15;  
        end else if ((4 <= strip_height_i) && (strip_height_i <= 7)) begin  
            strip_id_o = -(strip_height_i << 1) + 18;  
        end else begin  
            strip_id_o = 4'd0;  
        end
    end
endmodule
module program_height_to_id (
    input  wire [4:0] program_height_i,  
    output reg  [3:0] strip_id_0_o,  
    output reg  [3:0] strip_id_1_o,  
    output reg  [3:0] strip_id_2_o  
);
    wire [3:0] strip_id_h0;
    wire [3:0] strip_id_h1;
    height_to_id hti_0 (
        .strip_height_i(program_height_i),
        .strip_id_o(strip_id_h0)
    );
    height_to_id hti_1 (
        .strip_height_i(program_height_i + 5'b1),
        .strip_id_o(strip_id_h1)
    );
    always @(*) begin
        if (program_height_i == 8) begin  
            strip_id_0_o = 4'd1;  
            strip_id_1_o = 4'd2;
            strip_id_2_o = strip_id_h1;
        end else if (program_height_i == 7) begin  
            strip_id_0_o = strip_id_h0;  
            strip_id_1_o = 4'd1;  
            strip_id_2_o = 4'd2;
        end else if (program_height_i >= 13) begin  
            strip_id_0_o = 4'd13;  
            strip_id_1_o = 4'd12;
            strip_id_2_o = 4'd11;
        end else begin
            strip_id_0_o = strip_id_h0;  
            strip_id_1_o = (program_height_i == 12) ? 4'd0 : strip_id_h1;  
            strip_id_2_o = 4'd0;  
        end
    end
endmodule
module latency #(
    parameter LENGTH = 5,  
    parameter WIDTH = 8  
) (
    input  wire clk,
    input  wire rst,
    input  wire [WIDTH-1:0] in,
    output wire [WIDTH-1:0] out
);
    reg [WIDTH-1:0] ff_chain [LENGTH-1:0];    
    integer i;
    always @(posedge clk) begin
        if(rst) begin
            for (i = 0; i < LENGTH; i=i+1) begin
                ff_chain[i] <= 8'b0;
            end
        end else begin
            ff_chain[0] <= in;
            for (i = 1; i < LENGTH; i=i+1) begin
                ff_chain[i] <= ff_chain[i-1];
            end
        end
    end
    assign out = ff_chain[LENGTH-1];
endmodule
module least_strip #(
    parameter MAX_WIDTH = 128
) (
    input  wire       clk_i,
    input  wire       rst_i,
    input  wire [3:0] strip_id_0_i,
    input  wire [7:0] strip_width_0_i,
    input  wire [3:0] strip_id_1_i,
    input  wire [7:0] strip_width_1_i,
    input  wire [3:0] strip_id_2_i,
    input  wire [7:0] strip_width_2_i,
    output reg [3:0] strip_id_o,
    output reg [7:0] strip_width_o
);
    reg id_0_smallest_reg, id_1_smallest_reg, id_2_smallest_reg;
    always @(posedge clk_i) begin
        if(rst_i) begin
            id_0_smallest_reg <= 1'b0;
            id_1_smallest_reg <= 1'b0;
            id_2_smallest_reg <= 1'b0;
            strip_id_o <= 4'b0;
            strip_width_o <= MAX_WIDTH;
        end else begin
            id_0_smallest_reg <= (strip_width_0_i <= strip_width_1_i) && (strip_width_0_i <= strip_width_2_i);
            id_1_smallest_reg <= (strip_width_1_i <= strip_width_0_i) && (strip_width_1_i <= strip_width_2_i);
            id_2_smallest_reg <= (strip_width_2_i <= strip_width_0_i) && (strip_width_2_i <= strip_width_1_i);
            if (id_0_smallest_reg) begin
                strip_id_o <= strip_id_0_i;
                strip_width_o <= strip_width_0_i;
            end else if (id_1_smallest_reg) begin
                strip_id_o <= strip_id_1_i;
                strip_width_o <= strip_width_1_i;
            end else if (id_2_smallest_reg) begin
                strip_id_o <= strip_id_2_i;
                strip_width_o <= strip_width_2_i;
            end else begin
                strip_id_o <= 4'b0;  
                strip_width_o <= MAX_WIDTH;  
            end
        end
    end
endmodule
module id_to_y (
    input  wire [3:0] strip_id_i,  
    output reg  [7:0] y_o  
);
    always @(*) begin
        if ((1 <= strip_id_i) && (strip_id_i <= 11)) begin
            if (strip_id_i[0] == 1'b1) begin  
                y_o = (strip_id_i - 1) << 3;
            end else begin  
                y_o = (strip_id_i << 3) - (9 - (strip_id_i >> 1));
            end
        end else if ((12 <= strip_id_i) && (strip_id_i <= 13)) begin  
            y_o = (strip_id_i << 4) - 96;
        end else begin
            y_o = 0;  
        end
    end
endmodule
```
**constraint.sdc**
```tcl
current_design M216A_TopModule

set clk_period 7.8
set clk_io_pct 0.2

create_clock -name clk0 -period $clk_period [get_ports {clk_i}]

set non_clock_inputs [all_inputs -no_clocks]
set_input_delay [expr $clk_period * $clk_io_pct] -clock clk0 $non_clock_inputs
set_output_delay [expr $clk_period * $clk_io_pct] -clock clk0 [all_outputs]
```
**config.mk**
```make
export PLATFORM = sky130hd
export DESIGN_NAME = M216A_TopModule
export DESIGN_NICKNAME = M216A_TopModule
export VERILOG_FILES = /design/flow/design.v
export SDC_FILE = /design/flow/constraint.sdc
export NUM_CORES = 4
export LEC_CHECK = 1
export CORE_UTILIZATION = 50
```
==> Slide: Implementation Results <==
Implementation Results

Clock network
  • Post-CTS Setup Inserts: 0
  • Clock buffers created by TritonCTS: 26
  • CTS max path bufs: 3
  • Clock slew at the register clock pins of the worst setup and hold paths: 0.06 ns
  • Post_cts resized: 0
  • CTS hold repair buffers: 0
  • Clock tree from TritonCTS: done
  • Clock sink count: between 200 and 250
  • Clock latency of the later-clocked register in the worst-skew pair: about 0.55 ns
  • Clock H-tree levels: 1
  • Clock Root Buffer: sky130_fd_sc_hd__clkbuf_16

Drt
  • Routed via count divided by cell count: between 6 and 7
  • Count of routing violations after the opening detailed-route iteration: 604
  • Number of vias in the routed layout: 9175
  • DRC errors left: 0
  • Routed length per instance: 26.2 um
  • Antenna-violating nets left: 0
  • Routed Wire Length: 38.6 mm
  • Number of diodes added for antenna fixing: 0
  • Total iterations of the first detailed-routing run: 5

GRT
  • GRT Resource Usage Total: 0.321
  • First-pass GRT wire length: 57.9 mm
  • Number of global-route vias before repair: 9141
  • Overall overflow remaining after global route: 0
  • Antenna violations before repair: 0
  • Most crowded layer after global routing: met1
  • Met2 Usage GRT: 0.419
  • Met3 Track Usage GR: 0.193
  • Met1 usage in global routing: 0.463
  • Maximum number of pins on one net before global-route repair: 53

Critical path
  • Register-to-Register Setup Slack: 4.11 ns
  • Cell repeated most along the worst path: sky130_fd_sc_hd__ha_1
  • Standard cell with the maximum stage delay on the critical path: sky130_fd_sc_hd__and3_1
  • CP max FO: 9
  • Category of the worst setup path capture point: register
  • Crit Path Category: in -> reg
  • Family of cells with the greatest summed delay on the critical path: simple AND/OR/NAND/NOR gates
  • Delay of the slowest critical-path stage: about 0.56 ns
  • Buf+Inv Stages, Crit Path: 3
  • Arrival time reported for the critical path endpoint: 5.85 ns
  • Kind of launch point of the worst setup path: input port
  • Critical path cell sequence: clkdlybuf4s50_1, or4_1, o22ai_1, nor2b_1, inv_1, ha_1, ha_1, or2_2, nor3_1, and3_1, buf_4, nand2_2, nor3_4, or2_1
  • CP required: 8.00 ns

Timing
  • Final Worst Setup Slack: 2.15 ns
  • Worst slew margin: 0.393
  • Worst-margin pin slew: 0.911 ns
  • Period minus WS final: 5.65 ns
  • Number of hold violations in the final report: 0
  • Post-Route Hold Slack: 0.436 ns
  • Unrepaired setup endpoints after global routing: no
  • Fin Clk Skew: 0.0189 ns
  • Final tally of max-slew violations: 0
  • Setup violators final: 0
  • Max Freq: 0.177 GHz
  • Fin crit share: 0.724
  • Setup TNS: 0 ns

Power and ir drop
  • Peak supply drop: roughly 0.21 mV
  • Power density over the cells: approximately 210 nW/um2
  • Reported leakage power: 5.38 nW
  • Final total power: 0.00308 W

Layout
  • Top Layout Cells: sky130_fd_sc_hd__edfxtp_1, sky130_fd_sc_hd__dfxtp_1, sky130_fd_sc_hd__and2_1, sky130_fd_sc_hd__mux4_2, sky130_fd_sc_hd__nor2_1
  • Post-route standard cell area excluding fillers: 14700 um2
  • Leading cell type in the layout, fill and taps excluded: sky130_fd_sc_hd__edfxtp_1
  • Synthesis-to-finish area growth: 11.4%
  • Most flops, register: strip_widths
  • Largest registers ranked by flip-flop count: strip_widths: 128 flops, latency_width_i.ff_chain: 20 flops
  • Share of post-route cells with drive strength above 1: 0.165
  • Flip-flop count of the largest register after layout: 128

Die
  • Number of top-level design ports: 32
  • Horizontal extent of the die: 165 um
  • Chip area: approximately 27000 um2
  • Starting utilization of the core area: 0.508
  • Die height: 165 um
  • Core region area: ~26000 um2
  • Placement row count: slightly below 60

Yosys
  • Number of synthesis warnings: 11
  • Post-Synthesis Mean Instance Area: 12.0 um2
  • Top flip-flop cell by instance count after synthesis: sky130_fd_sc_hd__edfxtp_1
  • FFs w/ async S/R, synth: 0
  • Cell count in the Yosys report: 1097
  • Post-synthesis instance area: ~13000 um2
  • Flops out of synthesis: 241
  • Sequential-to-total area share from yosys stat: 0.462
  • Synthesized chip area reported by yosys: 13200 um2
  • Cells after synthesis: about 1.1k
  • Number of flops mapped to enable cells by yosys: roughly 130
  • Top cell type's share of synthesized area: 0.291
  • Yosys top cell by area: sky130_fd_sc_hd__edfxtp_1
  • Synth area leaders: sky130_fd_sc_hd__edfxtp_1, sky130_fd_sc_hd__dfxtp_1, sky130_fd_sc_hd__mux4_2
  • Cell Type Count: approximately 67

Placed design
  • Global placer's final weighted congestion: roughly 1
  • Detail Placement HPWL: about 27 mm
  • Buffers on Ports: 31
  • Cell area after placement: between 10000 and 15000 um2
  • DP Worst Slack: 1.64 ns

Status
  • Run status: completed

Run
  • OpenROAD warnings: 38
  • Number of max-cap violations: 0

Hold path
  • Kind of path behind the tightest hold check: reg -> reg
==> layout make-up <==
cell class	instances	area [um2]
fill	2133	11300
multi-input combinational	745	6610
sequential	241	6110
clock buffer	37	752
timing repair buffer	63	548
tap	335	419
inverter	44	165
clock inverter	11	116
==> per-layer routing <==
metal	part of all wire	routed length [um]
met5	0	0
met4	0.047	1830
met3	0.15	5620
met2	0.42	16200
met1	0.39	15000
==> synthesized netlist by cell type (16+ instances only) <==
library cell and number:
sky130_fd_sc_hd__buf_2 16, sky130_fd_sc_hd__edfxtp_1 128, sky130_fd_sc_hd__nor2b_1 51, sky130_fd_sc_hd__a221oi_1 17
sky130_fd_sc_hd__ha_1 53, sky130_fd_sc_hd__clkbuf_1 43, sky130_fd_sc_hd__dfxtp_1 113, sky130_fd_sc_hd__nor3_1 18
sky130_fd_sc_hd__nand2_1 32, sky130_fd_sc_hd__mux2i_1 42, sky130_fd_sc_hd__inv_1 42, sky130_fd_sc_hd__a211oi_1 24
sky130_fd_sc_hd__and2_1 97, sky130_fd_sc_hd__o21ai_0 27, sky130_fd_sc_hd__mux4_2 79, sky130_fd_sc_hd__nor2_1 77
sky130_fd_sc_hd__and3_1 16, sky130_fd_sc_hd__a21oi_1 45
==> cells by family after synthesis <==
logic type,share of synthesized area
and+or+nand+nor,0.157
DFF,0.462
AOI/OAI and AO/OA,0.0822
muxes,0.198
buffers and inverters,0.0392
adders and majority gates,0.0517
xor gates and xnor gates,0.00928
other,0.000568
==> stage by stage <==
stage                     std cells   util
after global routing           1476  0.567
after detailed placement       1428  0.533
after floorplan                1103      -
after global placement         1428  0.533
final                          1476  0.567
after CTS                      1476  0.567
==> power breakdown <==
group | switching, W | internal, W
logic | 0.000219 | 0.000159
registers | 0.0000660 | 0.00139
clock network | 0.000505 | 0.000735
==> final timing paths <==
kind / from / to / cells past startpoint
worst max register to register: latency_output_valid.ff_chain[7] / strip_widths[12][0] / 11
worst max-delay path: height_i[2] / strip_widths[12][0] / 14
worst min-delay path: latency_width_i.ff_chain[0][8] / latency_width_i.ff_chain[1][8] / 1
worst min register to register: latency_width_i.ff_chain[0][8] / latency_width_i.ff_chain[1][8] / 1
Power is estimated from default activity; no workload was simulated.
